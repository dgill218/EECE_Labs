==> ./design.v <==
module regfile(
  input clk,
  input rst,
  input wr_en,
  input [2:0] rd0_addr,
  input [2:0] rd1_addr,
  input [2:0] wr_addr,
  input [15:0] wr_data,
  output logic [15:0] rd0_data,
  output logic [15:0] rd1_data
); 
reg [15:0] reg_file [0:7];
always@(posedge clk, posedge rst) begin
  if (rst == 1'b1) begin
    for (int i = 0; i < 8; i++) reg_file[i] = 16'b00000000_00000000;
  end
  else if (wr_en == 1'b1) begin
    reg_file[wr_addr] = wr_data;
  end
end
assign rd0_data = reg_file[rd0_addr];
assign rd1_data = reg_file[rd1_addr];
endmodule
==> ./run.sh <==
#!/bin/bash
# OpenROAD 26Q1-2900-gdf79404cd8, Yosys 0.63+post, stock flow scripts
make -C /OpenROAD-flow-scripts/flow DESIGN_CONFIG=/design/flow/config.mk WORK_HOME=/design/flow/orfs finish
==> ./config.mk <==
export PLATFORM = sky130hd
export DESIGN_NAME = regfile
export DESIGN_NICKNAME = regfile
export VERILOG_FILES = /design/flow/design.v
export SDC_FILE = /design/flow/constraint.sdc
export NUM_CORES = 4
export LEC_CHECK = 1
export CORE_UTILIZATION = 30
==> ./constraint.sdc <==
current_design regfile

set clk_period 4.5
set clk_io_pct 0.2

create_clock -name clk0 -period $clk_period [get_ports {clk}]

set non_clock_inputs [all_inputs -no_clocks]
set_input_delay [expr $clk_period * $clk_io_pct] -clock clk0 $non_clock_inputs
set_output_delay [expr $clk_period * $clk_io_pct] -clock clk0 [all_outputs]
==> flow_metrics.py <==
# Metrics from the implementation run
metrics = {
    "power_and_ir_drop": {
        "p_comb_share_pct": 21.4,
        "power_frac_seq_pct": 41.1,
        "powerDensity_nw_per_um2": 459,
        "p_leak_uw": 0.00354,
        "power_uw": 3910,
        "vdd_drop_max_mv": 0.244,
        "power.switching_fraction_pct": 25.7,
        "clock_power_share_pct": 37.5,
        "p_int_uw": 2910,
        "power_switching_uw": 1010,
    },
    "final_layout": {
        "post-route-util_pct": 37.6,
        "layout.area.comb_sq_um": 3430,
        "drive_above_1_share_pct": 33.6,
        "syn2layout_area_growth_pct": 22.8,
        "layout_top_cell": "mux2_2",
        "final_cell_mix": "mux2_2, dfrtp_1, clkdlybuf4s50_1",
        "regArea_sq_um": 3200,
        "largest_register_ff_count": 128,
        "finish.instance_area_sq_um": 8520,
        "num-fill-cells": 2052,
    },
    "floorplan": {
        "coreArea_sq_um": 22600,
        "initCoreUtil_pct": 30.6,
        "die_w_um": 154,
        "chip_area_sq_um": 23700,
        "fp-row-count": 55,
        "fp.dieH_um": 154,
        "boundaryPins": 60,
    },
    "timing": {
        "rsz0062_at_grt": "no",
        "slew_violations": 0,
        "final_hold_viol_count": 0,
        "slew_headroom_pct": 41.2,
        "fin_crit_sh_pct": 93.1,
        "tns_ns": 0,
        "worstMarginPinSlew_ns": 0.882,
        "clock.fmax_ghz": 0.239,
        "fin_skew_ns": 0,
        "fin_crit_ns": 4.19,
        "finalSetupViolCount": 0,
        "fin_hold_ws_ns": 0.525,
    },
    "drt": {
        "drt_iter0_markers": 293,
        "ant_nets": 0,
        "route.detailed.drc": 0,
        "drt-total-wl_um": 19800,
        "vias": 5085,
        "wl_per_cell_um": 21.5,
        "n_antenna_cell": 0,
        "via_per_inst": 5.52,
        "dr.pass1.iters": 5,
    },
    "global_route": {
        "track_usage_pct": 17.8,
        "overflow": 0,
        "antenna_found_initial": 0,
        "grt_pass1_vias": 5448,
        "grt_start_max_net_pins": 129,
        "grt_pass1_wl_um": 31300,
    },
    "setup_path": {
        "critPathLaunchType": "input pin",
        "crit_fanout": 11,
        "path_cells": "clkdlybuf4s50_1 -> buf_4 -> nand2_1 -> o22ai_1 -> o32a_1 -> clkdlybuf4s50_1",
        "crit_path_max_incr_delay_ns": 0.65,
        "worstSetupPathType": "in -> out",
        "crit_required_ns": 3.60,
        "end_kind": "output port",
        "crit_slowest_cell": "clkdlybuf4s50_1",
        "crit_top_cell": "clkdlybuf4s50_1",
        "critPathBufInv": 3,
        "crit_arrival_ns": 3.29,
        "path_delay_family": "buffers and inverters",
    },
    "clock_tree": {
        "numCtsBuffers": 17,
        "clock_sinks": 128,
        "path_clk_slew_ns": 0.05,
        "clk_path_buf_depth": 2,
        "insertion_delay_ns": 0.42,
        "cts_hold_buf": 0,
        "h-tree-depth": 4,
        "cts_resized": 0,
        "cts_tree": "done",
        "clockRootBuffer": "clkbuf_16",
        "cts_setup_buffers": 0,
    },
    "logic_synthesis": {
        "ys_seq_share_pct": 46.2,
        "syn-mean-instance-area_sq_um": 12.3,
        "ys_cells": 564,
        "yosysWarnings": 2,
        "syn_inst": 564,
        "syn_area_sq_um": 6940,
        "ys.flops": 128,
        "yosysUniqueCellTypes": 42,
        "ys_area_sq_um": 6940,
    },
    "status": {
        "status": "finished clean",
    },
    "placement": {
        "gp_congestion": 0.859,
        "io_buffers": 59,
        "hpwl_um": 12700,
        "dpl_cell_area_sq_um": 7880,
    },
    "flow_run": {
        "tool_warnings": 27,
        "maxCapViolations": 0,
    },
    "hold_path": {
        "hold_path.class": "reg -> reg",
    },
}
area by class of cell:
cell class	count	share of cell area, %
clock inverter	10	1.84
timing repair buffer	86	9.69
inverter	17	0.778
multi-input combinational	374	40.2
sequential	128	37.6
clock buffer	22	5.68
tap	285	4.19
per-layer routing:
layer	vias up	share of wire (%)	routed length [um]	global-route usage (%)
li1	2270	-	-	-
met1	2573	42	8240	23.3
met2	196	48	9440	28.7
met3	46	7.6	1510	5.71
met4	0	3.3	651	5.38
met5	-	0	0	0
cells in the mapped netlist:
cell type    n  area share (%)
inv_1       17            0.92
a211oi_1     2            0.22
mux4_2       6             1.9
o22a_1       6            0.76
and3_1       1           0.090
a22o_1       9             1.1
mux2i_1     32             4.6
nor3b_4      2            0.54
buf_1        1           0.054
nand4b_1     1            0.13
nand2b_4     1            0.20
mux2_2     138              22
a32oi_1     11             1.4
buf_2       22             1.6
or3_1        2            0.18
and3b_1      2            0.25
a31oi_1     12             1.1
nand2_1     23             1.2
clkbuf_1    12            0.65
nor2b_1     13             1.2
a41oi_1      1            0.13
nor3_4       2            0.47
a22oi_1     22             2.4
dfrtp_1    128              46
nor2_1      17            0.92
buf_4        6            0.65
nand4b_2     3            0.65
a221oi_1     5            0.63
nand4_2      1            0.18
nand2b_1    15             1.4
nor3b_1      3            0.32
clkbuf_2     1           0.072
o32a_1      12             1.7
o21ai_0      1           0.072
nand3_1      1           0.072
o32ai_1     10             1.3
and2_1       1           0.090
buf_6        3            0.49
a21oi_1      1           0.072
o22ai_1     16             1.4
or2_2        1           0.090
mux2_1       1            0.16
metrics by stage:
| step | instances | worst slack, ns |
|---|---|---|
| after CTS | 922 | 0.396 |
| after global placement | 890 | 0.461 |
| after detailed placement | 890 | 0.440 |
| final | 922 | 0.309 |
| after floorplan | 564 | 0.187 |
| after global routing | 922 | 0.245 |
power groups by stage:
stage | registers, uW | clock network, uW | logic [uW]
global route | 1640 | 1540 | 919
finish | 1610 | 1470 | 836
CTS | 1600 | 1490 | 848
cells by family (layout without fill, tap and decap cells):
kind of cell           count (synthesis)  after routing  synth area share (%)
and+or+nand+nor                       89             89                  7.96
DFF                                  128            128                  46.2
buffers and inverters                 62            135                  4.42
AOI/OAI and AO/OA                    108            108                  12.3
muxes                                177            177                  29.1
final timing paths:
kind	from	slack (ns)	endpoint	cells past startpoint
worst max register to register	reg_file[1][2]	3.68	reg_file[1][2]	1
min in group asynchronous	rst	1.00	reg_file[7][15]	3
worst max-delay path	rd0_addr[2]	0.31	rd0_data[11]	6
worst min-delay path	reg_file[1][10]	0.53	reg_file[1][10]	1
worst min register to register	reg_file[1][10]	0.53	reg_file[1][10]	1
max in group asynchronous	rst	2.97	reg_file[4][3]	3
No activity file was given, so power comes from the tool's default toggle rates.
