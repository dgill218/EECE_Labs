`design/flow/design.v`:
```
module TwoToOneMux(
  input logic [15:0] a,
  input logic [15:0] b,
  input logic sel_mux,
  output logic [15:0] out
);
assign out = sel_mux ? b : a;
endmodule
```
`design/flow/run.sh`:
```
#!/bin/bash
# OpenROAD 26Q1-2900-gdf79404cd8, Yosys 0.63+post, stock flow scripts
make -C /OpenROAD-flow-scripts/flow DESIGN_CONFIG=/design/flow/config.mk WORK_HOME=/design/flow/orfs finish
```
`design/flow/config.mk`:
```
export PLATFORM = sky130hd
export DESIGN_NAME = TwoToOneMux
export DESIGN_NICKNAME = TwoToOneMux
export VERILOG_FILES = /design/flow/design.v
export SDC_FILE = /design/flow/constraint.sdc
export NUM_CORES = 4
export LEC_CHECK = 1
export CORE_AREA = 10 10 70 70
export DIE_AREA = 0 0 80 80
```
`design/flow/constraint.sdc`:
```
current_design TwoToOneMux

set clk_period 1.0
set clk_io_pct 0.2

create_clock -name clk0 -period $clk_period

set non_clock_inputs [all_inputs -no_clocks]
set_input_delay [expr $clk_period * $clk_io_pct] -clock clk0 $non_clock_inputs
set_output_delay [expr $clk_period * $clk_io_pct] -clock clk0 [all_outputs]
```
==> results.cfg <==
; implementation run metrics
[setup_path]
crit_path_frequent_cell = buf_12
start_kind = primary input
crit_family = buffers and inverters
critPathArrivalTime_ns = 0.86
crit_fanout = 8
path_depth = 4
crit_required_ns = 0.80
crit_chain = buf_12 > buf_12 > mux2_4 > buf_6
path_class = in2out
cp-end-kind = primary output
critPathSlowestCell = mux2_4
crit_buf_inv = 3
timing.critical_path.slowest_cell_delay_ns = 0.30

[placement]
dp_cells = 112
gp_congestion = 0.8145
place_hpwl_um = 1222
portBuffers = 49

[layout]
n_clock_buffer = 0
fillers = 374
syn_to_final_growth_pct = 219.1
fin_cells = 113
utilization_pct = 23.26
seq_cell_count = 0
drive_above_1_share_pct = 52.24
register_area_um2 = 0

[yosys]
ys_sh_mux_pct = 87.44
synth-xor-area-share_pct = 0
synth.logic.top_family = multiplexers
ys_seq_share_pct = 0
ys_cells = 18
yosysUniqueCellTypes = 4
avgSynthCellArea_um2 = 13.83
adder_share_pct = 0
ys_sh_simple_pct = 0
compound_area_share_pct = 0
ys_area_um2 = 249.0
netlist_instances = 18
syn_area_um2 = 249.0
synth_warnings = 0

[worst_hold_path]
hold_end = out[5]
hp-class = in2out
hp-start = a[5]
hold_depth = 3

[die]
die_w_um = 80
chipHeight_um = 80
fp_util_pct = 7.289
core-area_um2 = 3416
pin_count = 49
rows = 21
dieArea_um2 = 6400

[route]
via_per_inst = 3.177
drtIter0Drc = 2
num_vias = 359
finalWirelength_um = 1405
ant_nets = 0
drc = 0
diodes = 0
wire_per_inst_um = 12.43
dr.pass1.iters = 2

[timing]
maxClockFrequency_mhz = 946.6
fin_crit_ns = 1.056
tns_ns = -0.8165
hold_viol = 0
rsz0062_at_grt = yes
slew-limit-headroom_pct = 95.27
tightest_slew_ns = 0.07103
setup_viol = 16
slew_viol_final = 0
fin_crit_sh_pct = 105.6
fin_ws_ns = -0.05644

[power_and_ir_drop]
p_leak_nw = 0.4174
ir_worst_vdd_mv = 0.1506
powerDensity_nw_per_um2 = 378.8

[global_routing]
grt_start_max_net_pins = 9
grt_pass1_wl_um = 2187
antenna_found_initial = 0
overflow = 0
first_global_vias = 430
track_usage_pct = 4.202

[flow_run]
drv_cap = 0
warnings = 34

[outcome]
outcome = complete, but fails checks
violations = setup timing

[clock_tree]
post_cts_buffers = 0
[metal layers]
metal	vias up	wire (um)	track usage, %
li1	167	-	-
met1	143	738	6.394
met2	49	337	4.494
met3	0	329	3.295
met4	0	0	0
met5	-	0	0
[layout make-up]
type | count | area (um^2) | area share, %
timing repair buffer | 51 | 496.7 | 62.52
tap | 46 | 57.56 | 7.244
multi-input combinational | 16 | 240.2 | 30.24
[kinds of logic (layout without fill, tap and decap cells)]
logic type  count (synthesis)  count (layout)
mux                        16              16
buf+inv                     2              51
[metrics by stage]
stage | total power [mW] | area [um^2] | worst slack, ns | hold slack (ns)
global route | 0.3259 | 794.5 | -0.07116 | 0.8119
global placement | 0.3186 | 785.8 | -0.8457 | 1.437
CTS | 0.2856 | 763.2 | -0.06019 | 0.8008
floorplan | 0.08933 | 249.0 | 0.07249 | 0.4977
finish | 0.3009 | 794.5 | -0.05644 | 0.7936
detailed placement | 0.3194 | 785.8 | -0.8529 | 1.436
[worst min-delay path: stages]
cell           delay [ns]
dlygate4sd2_1        0.19
mux2_4               0.12
buf_2                0.08
[worst max path at each step]
stage     endpoint  slack (ns)     from
4_1_cts    out[15]       -0.06  sel_mux
5_1_grt     out[6]       -0.07  sel_mux
6_report   out[14]       -0.06  sel_mux
[placed cells by master (no fill, tap or decap)]
master / count
dlygate4sd2_1: 32
buf_2: 5
buf_12: 2
buf_16: 1
buf_6: 11
mux2_4: 16
[timing repair]
item                                    in CTS  in global routing
endpoints found under the setup margin      16                 16
hold buffers                                 0                  0
gates resized                              102                  5
cloned                                       1                  0
[cell usage after synthesis]
cell	n	share of area (%)
buf_12	1	8.0
buf_6	1	4.5
mux2_2	6	27
mux2_4	10	60
[report_power, final]
group	internal [mW]	switching, mW	total, mW	leakage (nW)
registers	0	0	0	0
clock network	0	0	0	0
logic	0.234	0.0674	0.301	0.417
Power figures rest on the tool's default switching activity, not on a simulated workload.
