==> design/flow/config.mk <==
export PLATFORM = sky130hd
export DESIGN_NAME = sixteenbit_adder
export DESIGN_NICKNAME = sixteenbit_adder
export VERILOG_FILES = /design/flow/design.v
export SDC_FILE = /design/flow/constraint.sdc
export NUM_CORES = 4
export LEC_CHECK = 1
export CORE_AREA = 10 10 78 78
export DIE_AREA = 0 0 88 88
==> design/flow/constraint.sdc <==
current_design sixteenbit_adder

set clk_period 10.0
set clk_io_pct 0.2

create_clock -name clk0 -period $clk_period

set non_clock_inputs [all_inputs -no_clocks]
set_input_delay [expr $clk_period * $clk_io_pct] -clock clk0 $non_clock_inputs
set_output_delay [expr $clk_period * $clk_io_pct] -clock clk0 [all_outputs]
==> design/flow/design.v <==
`timescale 1ns / 1ps
module sixteenbit_adder(
    input logic[15:0] a,
    input logic[15:0] b,
    output logic[15:0] f,
    output bit ovf
    );
    assign f = a + b;
    assign ovf = (a[15] & b[15] & ~f[15]) | (~a[15] & ~b[15] & f[15]);
endmodule
==> design/flow/run.sh <==
#!/bin/bash
# OpenROAD 26Q1-2900-gdf79404cd8, Yosys 0.63+post, stock flow scripts
make -C /OpenROAD-flow-scripts/flow DESIGN_CONFIG=/design/flow/config.mk WORK_HOME=/design/flow/orfs finish
==> results.cfg <==
; implementation run metrics
[placement]
dp_hpwl_mm = 2.27
place.gp.congestion = 0.751
io_buffers = 49
place_area_um2 = 1360
dp.cells = 202

[sta]
finalSetupTns_ns = 0
rsz0062_at_grt = no
timing.max_slew.rel_slack_pct = 66.3
worst_pin_slew_ns = 0.500
finalHoldViolCount = 0
final-setup-viol-count = 0
fin_crit_ns = 6.82
maxSlewViolCount = 0
finalCritPeriodShare_pct = 68.2
clock.fmax_ghz = 0.147
holdWs_ns = 5.03

[routing]
drc = 0
antenna_left = 0
vias_per_cell = 4.50
vias = 910
drtIter0Drc = 42
drt-total-wl_mm = 2.50
num_antenna_cells = 0
first_pass_iters = 4
wire_per_inst_um = 12.4

[synthesis]
ys_cells = 103
syn_avg_cell_area_um2 = 7.86
yosysWarnings = 0
compound_area_share_pct = 30.9
ys_seq_share_pct = 0
fa_ha_area_share_pct = 28.7
synth_cell_types = 38
ys_area_um2 = 810
ys_sh_simple_pct = 19.2
syn_inst = 103
mux_share_pct = 1.39
ys_sh_xor_pct = 15.1
ys_top_logic_family = AND-OR/OR-AND gates
syn_area_um2 = 810

[setup_path]
start_kind = input port
arrival_ns = 4.82
path_class = input port to output port
cp.required_ns = 8.00
worstPathMaxFanout = 5
worstSetupEndpointType = output port

[cells_and_area]
area_growth_pct = 67.7
final-seq-area_um2 = 0
utilization_pct = 30.8
fin_area_um2 = 1360
drive_gt1_share_pct = 4.67
instances_no_fill = 202
flops = 0
n_clock_buffer = 0

[pwr]
leakage_nw = 0.577
swShare_pct = 36.4
peakVddDrop_v = 0.0000216
p_int_mw = 0.0582
power_frac_seq_pct = 0
power.net_switching_mw = 0.0332
clockPowerShare_pct = 0
power_density_nw_per_um2 = 67.4
combPwrFrac_pct = 100.0

[outcome]
status = finished clean

[die]
num_rows = 24
chipArea_um2 = 7740
io_pins = 49
die_w_um = 88
die_h_um = 88
fp_util_pct = 18.3
core_um2 = 4410

[global_routing]
antenna_found_initial = 0
grt_pass1_wl_mm = 4.07
grt_overflow_total = 0
grt_pass1_vias = 907
grtUsageTotal_pct = 6.21
grt_max_degree = 9

[cts]
ctsHoldBuffers = 0
cts_setup_buffers = 0
post_cts_resized = 0

[min_path]
hp-class = input port to output port

[flow_run]
tool_warnings = 33
maxCapViolCount = 0
## cells in the final DEF (no fill, tap or decap), types with 2 or more instances in the layout
cell type,instances
nand2_1,3
nor2_1,4
o21a_1,3
nor3_1,3
inv_1,8
xor2_1,4
and3_1,3
ha_1,17
xnor2_1,10
clkdlybuf4s50_1,49
a211o_1,2
nand3_1,4
a21oi_1,8
o211ai_1,2
o21ai_0,2
a21o_1,5
nor4_1,2
## power groups by stage
| stage | registers, mW | logic (mW) | clock network [mW] |
|---|---|---|---|
| CTS | 0 | 0.0938 | 0 |
| global route | 0 | 0.103 | 0 |
| finish | 0 | 0.0914 | 0 |
## through the flow
step	total power, mW	setup WS [ns]
2_1_floorplan	0.0425	4.20
3_3_place_gp	0.0938	3.20
3_5_place_dp	0.0931	3.17
4_1_cts	0.0938	3.16
5_1_grt	0.103	3.05
6_report	0.0914	3.18
## worst paths after layout
path | start | endpoint | slack [ns] | depth (start not counted)
worst min-delay path | b[0] | f[0] | 5.03 | 3
worst max-delay path | a[0] | f[14] | 3.18 | 9
## layer usage
layer / track usage, % / vias up / routed length, µm
li1: - / 491 / -
met1: 8.45 / 390 / 1170
met2: 9.85 / 29 / 1040
met3: 2.15 / 0 / 299
met4: 0 / 0 / 0
met5: 0 / - / 0
## kinds of logic (layout without fill, tap and decap cells)
group,count (synthesis),in the layout
muxes,1,1
buffers and inverters,10,57
xor gates and xnor gates,14,14
AOI/OAI and AO/OA,33,33
and+or+nand+nor,27,27
adders and majority gates,18,18
## worst max-delay path, stage by stage
cell             delay (ns)
clkdlybuf4s50_1        0.40
ha_1                   0.24
fa_1                   0.40
a21o_1                 0.21
a221oi_2               0.37
o311ai_2               0.19
and4_4                 0.24
or3_1                  0.34
clkdlybuf4s50_1        0.42
## area by class of cell
class | count | area, µm²
fillers | 459 | 3060
multi-input cells | 93 | 772
repair buffers | 49 | 490
well taps | 52 | 65.1
inverters | 8 | 30.0
## synth_stat cells, drive strengths merged, types with 3 or more instances
cell type / number / area [µm²]
nand3: 4 / 20.0
inv: 8 / 30.0
nand2: 3 / 11.3
a21oi: 8 / 40.0
nor3: 3 / 15.0
and3: 4 / 26.3
ha: 17 / 213
xor2: 4 / 35.0
a21o: 5 / 37.5
nor2: 4 / 15.0
o21a: 3 / 22.5
xnor2: 10 / 87.6
Power and IR drop assume default switching activity.
